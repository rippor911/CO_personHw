### ./design.v
`timescale 1ns / 1ps
module mux32(
    input [2:0] choose,
	 input [31:0] input0,
	 input [31:0] input1,
	 input [31:0] input2,
	 input [31:0] input3,
	 input [31:0] input4,
	 input [31:0] input5,
	 input [31:0] input6,
	 input [31:0] input7,
    output [31:0] out
    );
	assign out = choose == 3'd0 ? input0 :
					 choose == 3'd1 ? input1 :
					 choose == 3'd2 ? input2 :
					 choose == 3'd3 ? input3 :
					 choose == 3'd4 ? input4 :
					 choose == 3'd5 ? input5 :
					 choose == 3'd6 ? input6 :
					                  input7 ;
endmodule
### ./run.sh
#!/bin/bash
# OpenROAD 26Q1-2900-gdf79404cd8, Yosys 0.63+post, stock flow scripts
make -C /OpenROAD-flow-scripts/flow DESIGN_CONFIG=/design/flow/config.mk WORK_HOME=/design/flow/orfs finish
### ./config.mk
export PLATFORM = sky130hd
export DESIGN_NAME = mux32
export DESIGN_NICKNAME = mux32
export VERILOG_FILES = /design/flow/design.v
export SDC_FILE = /design/flow/constraint.sdc
export NUM_CORES = 4
export LEC_CHECK = 1
export CORE_AREA = 10 10 132 132
export DIE_AREA = 0 0 142 142
### ./constraint.sdc
current_design mux32

set clk_period 5.8
set clk_io_pct 0.2

create_clock -name clk0 -period $clk_period

set non_clock_inputs [all_inputs -no_clocks]
set_input_delay [expr $clk_period * $clk_io_pct] -clock clk0 $non_clock_inputs
set_output_delay [expr $clk_period * $clk_io_pct] -clock clk0 [all_outputs]
==> notes.md <==
Notes on the physical implementation.

- The flow ran to the end, and the final reports show no timing, DRC or antenna violations.
- Setup repair after global routing left no endpoint under its margin.
- The leakage power total is ~1.9 nW, for reference.
- The highest clock rate is between 200 and 250 MHz, for reference.
- For this run, the number of Yosys warnings is 0.
- The chip area line in the Yosys stat output reads about 2200 µm².
- The most critical setup path has its endpoint at out[24].
- The critical path in this run is classified as input pin to primary output.
- The total die size is 20,200 µm², for reference.
- Once the clock tree was built, the resizer swapped 0 gates to a different size.
- The clock buffer count in the final layout is 0, for reference.
- Checking hold timing, the worst path is listed with class input pin to primary output.
- The timing report notes that buffer and inverter cells on the critical path total 4.
- Per the cell usage report, the commonest logic cell in the layout is clkdlybuf4s50_1.
- The average wire per standard cell is 20.0 µm, for reference.
- The final hold violation count is 0, for reference.
- The area growth from synthesis to layout is 135%, for reference.
- STA lists the maximum fanout along the critical path as 29.
- The slew at the pin closest to its max-slew limit is 0.908 ns, for reference.
- The final timing report lists a max-slew violation count of 0.
- Entering global routing, the biggest net connects 40 pins.
- By instance count after routing, the leading logic cell types are 288 x clkdlybuf4s50_1, 24 x nand2_1, 23 x nor2_1.
- The time the final worst path needs with I/O delays and setup is around 4.5 ns, for reference.
- The average via count per standard cell is 4.65, for reference.
- The startpoint class of the critical path is an input pin, for reference.
- The vertical die dimension reported for this design is 142 µm.
- The critical path's slowest stage uses the library cell buf_2.
- The repair_antennas step left the layout with diodes totalling 0.
- The number of antenna violations at the first check in global routing is 0, for reference.
- The floorplan core density is 0.151, for reference.
- Counting distinct cell types in the post-synthesis netlist gives 34.
- In this run the number of cells on the critical path is 7.
- The vias after detailed routing is between 3,000 and 4,000, for reference.
- The worst setup path is captured at a primary output.
- The post-synthesis average cell area is approximately 9 µm², for reference.
- In the finished design, the share of the clock period the worst path needs comes to 0.781.
- The cell sequence reported for the critical path is buf_2, inv_2, a21oi_1, buf_4, o221ai_1, a31oi_1, clkdlybuf4s50_1.
- Summing all flip-flop and latch instances after layout gives 0 µm².
- The flop count is 0, for reference.
- After layout, the design draws a total of 380 µW.
- The post-route setup TNS is 0 ns, for reference.
- The number of warnings the tools reported is 32, for reference.
- The cell count after synthesis came out at between 200 and 250.
- The placement summary gives the final routability congestion estimate as about 0.9.
- The data required time reported for the critical path is 4.64 ns.
- The run reported a max-capacitance violation count of 0.
- TritonRoute reported its final design rule violation total as 0.
- The post-DP HPWL is 12,000 µm, for reference.
- The post-synth design cell area is 2190 µm², for reference.
- The final number of setup-violating endpoints is 0, for reference.
- The pre-antenna-repair detailed-routing pass consisted of 4 iterations.
- IR analysis of the VDD net gives a maximum drop of 0.0412 mV.
- Looking at the post-CTS report, the setup buffer insertion count equals 0.
- The sequential share of the synthesized area is 0, for reference.
- Across every metal layer, demand over resource in global routing totals 0.129.
- For reference, the critical path is launched at choose[2].
- The total overflow left after global routing is 0.
- After detailed routing, the total wire length is 13,800 µm.
- The worst hold path passes through 4 cells.
- The layout cell share with drive strength beyond 1 is 0.0968, for reference.
- The worst endpoint data arrival time is 3.37 ns, for reference.
- The global-route wire length before repair is a little over 20,000 µm, for reference.
- The via count of the first global-routing pass was 3,534.
- The number of violations reported at the end of detailed-routing iteration 0 is a little under 100, for reference.
- The count of input and output buffers is 291, for reference.
- The floorplan step defined a core boundary enclosing 14,500 µm².
- The horizontal die dimension reported for this design is 142 µm.
- The row count is 44, for reference.
- For this design the top-level I/O count stands at 291.
- The relative slew slack is 0.392, for reference.
- Grouping stages by cell kind, the critical path spends the most delay in buffers and inverters.
- The number of cells in the yosys synthesis report is 238, for reference.
- The count of hold buffers inserted by post-cts repair is 0, for reference.
- The remaining antenna violation count is 0, for reference.
- The longest incremental delay of any stage on the critical path is reported as 0.49 ns.
- For this design the ratio of total power to cell area is 74.1 nW/µm².
-- metrics by stage --
| stage | hold slack [ns] | setup slack [ns] | instance area [µm²] | std cells | util |
|---|---|---|---|---|---|
| 2_1_floorplan | 2.41 | 2.59 | 2190 | 238 | - |
| 3_3_place_gp | 3.26 | 1.29 | 5140 | 690 | 0.353 |
| 3_5_place_dp | 3.26 | 1.23 | 5140 | 690 | 0.353 |
| 4_1_cts | 3.26 | 1.24 | 5140 | 690 | 0.353 |
| 5_1_grt | 3.28 | 1.03 | 5140 | 690 | 0.353 |
| 6_report | 3.25 | 1.27 | 5140 | 690 | 0.353 |
-- tightest hold or removal path, stage by stage --
cell,delay [ns]
clkdlybuf4s50_1,0.40
nand2_1,0.05
a31oi_1,0.08
clkdlybuf4s50_1,0.40
-- layout make-up --
type	instances	area, µm²
fill	1417	9400
inverter	2	7.51
multi-input combinational	207	1950
tap	184	230
timing repair buffer	297	2950
-- power breakdown --
group          leakage [nW]  switching, mW  total, mW  internal, mW
sequential                0              0          0             0
clock                     0              0          0             0
combinational          1.87          0.110      0.380         0.270
total                  1.87          0.110      0.380         0.270
-- Yosys cell counts --
| library cell | number | area, µm² |
|---|---|---|
| a22o_1 | 3 | 26.3 |
| o21ai_1 | 3 | 15.0 |
| buf_8 | 1 | 15.0 |
| inv_2 | 2 | 7.51 |
| a21o_1 | 12 | 90.1 |
| buf_6 | 5 | 56.3 |
| buf_2 | 10 | 50.1 |
| clkbuf_8 | 1 | 13.8 |
| mux2_2 | 6 | 67.6 |
| buf_12 | 2 | 40.0 |
| or2_1 | 1 | 6.26 |
| a221oi_2 | 7 | 105 |
| mux2i_1 | 10 | 100 |
| nand3_1 | 3 | 15.0 |
| nor2b_2 | 1 | 8.76 |
| a21oi_1 | 14 | 70.1 |
| a22oi_1 | 3 | 22.5 |
| nor2b_1 | 2 | 12.5 |
| nor4b_2 | 3 | 45.0 |
| a221oi_1 | 3 | 26.3 |
| o221ai_1 | 12 | 105 |
| or3b_1 | 3 | 26.3 |
| buf_1 | 3 | 11.3 |
| buf_4 | 4 | 30.0 |
| a2bb2oi_1 | 7 | 61.3 |
| nor2_1 | 23 | 86.3 |
| a31oi_1 | 13 | 81.3 |
| nand2_1 | 24 | 90.1 |
| nand2_2 | 1 | 6.26 |
| clkbuf_1 | 3 | 11.3 |
| mux4_2 | 20 | 450 |
| mux4_1 | 9 | 236 |
| o22ai_1 | 14 | 87.6 |
| mux2_1 | 10 | 113 |
-- kinds of logic after synthesis --
family | Yosys count | share of synthesized area
mux | 55 | 0.442
compound gates | 91 | 0.315
simple gates | 61 | 0.135
buf+inv | 31 | 0.107
-- metal layers --
metal	vias to the layer above	global-route usage	part of all wire
li1	1536	-	-
met1	1476	0.164	0.41
met2	191	0.212	0.47
met3	4	0.0522	0.12
met4	0	0.00646	0.0051
met5	-	0	0
-- worst min path at each step --
stage          start       to  slack (ns)
4_1_cts   input4[24]  out[24]        3.26
5_1_grt    input4[6]   out[6]        3.28
6_report  input4[24]  out[24]        3.25
Power and IR drop assume default switching activity.
