==> flow/design.v <==
`timescale 1ns / 1ps
module npc(
    input logicOutput,
    input [2:0] mode,
	 input [31:0] pc,
    input [31:0] immSignExt,
    input [25:0] instr_index,
	 input [31:0] aluOut,
    output reg [31:0] npc
    );
	 wire [31:0] jmode_result = {pc[31:28], instr_index, 2'b00};
	 always @(*) begin
		if (mode == 3'b000) begin
			npc = pc + 32'd4;
		end else if (mode == 3'b001) begin
			if (logicOutput == 1'b1) begin
				npc = pc + 32'd4 + (immSignExt << 2);
			end else begin
				npc = pc + 32'd4;
			end
		end else if (mode == 3'b010) begin
			npc = jmode_result;
		end else if (mode == 3'b011) begin
			npc = aluOut;
		end else begin
			npc = pc + 32'd4;
		end
	 end
endmodule
==> flow/run.sh <==
#!/bin/bash
# OpenROAD 26Q1-2900-gdf79404cd8, Yosys 0.63+post, stock flow scripts
make -C /OpenROAD-flow-scripts/flow DESIGN_CONFIG=/design/flow/config.mk WORK_HOME=/design/flow/orfs finish
==> flow/config.mk <==
export PLATFORM = sky130hd
export DESIGN_NAME = npc
export DESIGN_NICKNAME = npc
export VERILOG_FILES = /design/flow/design.v
export SDC_FILE = /design/flow/constraint.sdc
export NUM_CORES = 4
export LEC_CHECK = 1
export CORE_UTILIZATION = 40
==> flow/constraint.sdc <==
current_design npc

set clk_period 25.3
set clk_io_pct 0.2

create_clock -name clk0 -period $clk_period

set non_clock_inputs [all_inputs -no_clocks]
set_input_delay [expr $clk_period * $clk_io_pct] -clock clk0 $non_clock_inputs
set_output_delay [expr $clk_period * $clk_io_pct] -clock clk0 [all_outputs]
==> results.py <==
# Synthesis and PnR figures
metrics = {
    "run_status": {
        "outcome": "finished, final reports clean",
    },
    "worst_hold_path": {
        "hp-start": "aluOut[1]",
        "hold_path.class": "input pin to output port",
        "hold_path_end": "npc[1]",
        "worstHoldPathCells": 4,
    },
    "layout": {
        "seqCellArea_um2": 0,
        "drive_gt1_frac": 0.03253,
        "syn_to_final_growth_pct": 51.64,
        "flops": 0,
        "n_clock_buffer": 0,
        "nFillCells": 661,
        "stdcell_count": 683,
    },
    "synthesis": {
        "netlist.area_leader.share": 0.1478,
        "logic_family": "AND-OR/OR-AND gates",
        "yosys_cells": 446,
        "syn_area_um2": 3133,
        "simple_gate_share": 0.2328,
        "top_cells_by_area": "ha_1 (15%), mux2i_1 (9.9%), xnor2_1 (7.5%), xor2_1 (6.4%), nand2_1 (5.6%)",
        "aoi_share": 0.3327,
        "post_synth_fa_ha_maj_area_fraction": 0.1542,
        "synthTopCellsByCount": "nand2_1 (47), ha_1 (37), a21oi_1 (35)",
        "xor_share": 0.1398,
        "yosysMostFrequentCell": "nand2_1",
        "ys_warn_count": 1,
        "synth_chip_area_um2": 3133,
        "synth_cell_type_count": 58,
        "synthCells": 446,
        "ys_seq_frac": 0,
        "avgSynthCellArea_um2": 7.025,
        "mux_share": 0.09904,
        "yosys.area.top_type": "ha_1",
    },
    "setup_path": {
        "endpoint_kind": "output port",
        "critPathMaxFanout": 7,
        "start_kind": "input pin",
        "required_ns": 20.24,
        "critPathKind": "input pin to output port",
        "cp_data_arrival_time_ns": 9.36,
    },
    "sta": {
        "period_needed_ns": 14.42,
        "max_slew.worst_pin.slew_ns": 0.7973,
        "max_slew_margin": 0.4684,
        "max_freq_ghz": 0.06937,
        "rsz0062_at_grt": "false",
        "drv_slew": 0,
        "finalSetupTns_ns": 0,
        "hold_viol": 0,
        "setup_viol": 0,
        "period_used_share": 0.5698,
    },
    "floorplan": {
        "ios": 158,
        "die_w_um": 90.50,
        "core_um2": 7408,
        "initCoreUtil": 0.4229,
        "die_h_um": 90.50,
        "num_rows": 31,
        "die_area_um2": 8190,
    },
    "clocking": {
        "postCtsHoldBufs": 0,
        "post-cts-setup-buffers": 0,
        "cts.repair.resized": 0,
    },
    "flow_run": {
        "tool_warnings": 42,
        "drv_cap": 0,
    },
    "global_route": {
        "grt_pass1_vias": 3709,
        "grt_util_met3": 0.02479,
        "busiest_layer": "met2",
        "grt_pass1_wl_um": 17430,
        "grt_start_max_net_pins": 40,
        "gr-usage-met2": 0.4489,
        "grtUsageTotal": 0.2611,
        "use_met1": 0.3591,
        "antenna_found_initial": 0,
        "grt-ovfl-total": 0,
    },
    "route": {
        "via_count": 3788,
        "viasPerCell": 5.546,
        "drt-total-wl_um": 10610,
        "antenna-diode-count": 0,
        "drtIter0Drc": 99,
        "wl_per_cell_um": 15.54,
        "drc": 0,
        "final_antenna_net_count": 0,
        "first_pass_iters": 4,
    },
    "place": {
        "io_buffers": 156,
        "hpwlAfterDp_um": 8927,
        "gp_congestion": 0.9526,
        "dpl.cell_count": 683,
    },
    "pwr": {
        "power.density_nw_per_um2": 20.50,
        "p_leak_uw": 0.001988,
        "ir_drop_mv": 0.01014,
    },
}
## through the flow
stage | utilization | power, uW | area, um^2 | setup slack (ns) | hold WS (ns)
2_1_floorplan | - | 54.27 | 3133 | 12.47 | 10.17
3_3_place_gp | 0.6413 | 96.82 | 4751 | 10.90 | 11.03
3_5_place_dp | 0.6413 | 96.88 | 4751 | 10.88 | 11.02
4_1_cts | 0.6413 | 97.61 | 4751 | 10.86 | 11.02
5_1_grt | 0.6413 | 107.5 | 4751 | 10.56 | 11.07
6_report | 0.6413 | 97.39 | 4751 | 10.88 | 11.02
## metal layers
metal	part of all wire	vias to the layer above
met5	0	-
met4	0.018	0
met3	0.052	14
met2	0.48	129
met1	0.45	1684
li1	-	1961
## power by group
group          total (uW)  switching (uW)  internal [uW]
Sequential              0               0              0
Clock                   0               0              0
Combinational        97.4            43.5           53.8
Total                97.4            43.5           53.8
## kinds of logic (layout without fill, tap and decap cells)
| kind of cell | count (synthesis) | after routing |
|---|---|---|
| xor+xnor | 50 | 50 |
| mux | 31 | 31 |
| simple gates | 148 | 148 |
| fa+ha+maj | 38 | 38 |
| buf+inv | 32 | 170 |
| compound gates | 147 | 147 |
## critical path, cell delays in order
cell             delay (ns)
clkdlybuf4s50_1        0.61
ha_1                   0.27
nand2_1                0.12
nor2_1                 0.18
nand4_1                0.31
nor2_1                 0.21
xor2_1                 0.22
ha_1                   0.35
a21oi_1                0.27
o21bai_1               0.09
a21oi_1                0.17
o21ai_0                0.16
or3_1                  0.39
a21o_1                 0.18
a21oi_1                0.13
nand3b_1               0.12
clkdlybuf4s50_1        0.48
## layout make-up
type                            count  area (um^2)  share of cell area
Multi-Input combinational cell    414         3003              0.6321
Inverter                           10        37.54            0.007901
Timing Repair Buffer              160         1587              0.3339
Tap cell                           99        123.9             0.02607
## cell usage in the layout (no fill, tap or decap), types with 2 or more instances in the layout
| master | Yosys | layout |
|---|---|---|
| clkdlybuf4s50_1 | 0 | 155 |
| nand2_1 | 47 | 47 |
| ha_1 | 37 | 37 |
| a21oi_1 | 35 | 35 |
| nor2_1 | 33 | 33 |
| mux2i_1 | 31 | 31 |
| xnor2_1 | 27 | 27 |
| xor2_1 | 23 | 23 |
| o21ai_0 | 21 | 21 |
| nand3_1 | 16 | 16 |
| a21o_1 | 16 | 16 |
| o221ai_1 | 14 | 14 |
| and3_1 | 12 | 12 |
| nand4_1 | 11 | 11 |
| inv_1 | 10 | 10 |
| o211ai_1 | 6 | 6 |
| nor3_1 | 5 | 5 |
| nand2b_1 | 5 | 5 |
| a31oi_1 | 5 | 5 |
| a211oi_1 | 5 | 5 |
| o21ai_1 | 5 | 5 |
| and2_1 | 4 | 4 |
| o21bai_1 | 4 | 4 |
| o22ai_1 | 4 | 4 |
| a221o_1 | 4 | 4 |
| o22a_1 | 4 | 4 |
| buf_4 | 0 | 4 |
| and4_1 | 3 | 3 |
| o31ai_1 | 3 | 3 |
| nor2b_1 | 3 | 3 |
| o21a_1 | 2 | 2 |
| o211ai_2 | 2 | 2 |
| o2111ai_1 | 2 | 2 |
| a221oi_1 | 2 | 2 |
| a22oi_1 | 2 | 2 |
## worst max-delay path by stage
stage / start / endpoint
finish: pc[2] / npc[31]
global route: pc[2] / npc[31]
CTS: pc[2] / npc[31]
Power figures rest on the tool's default switching activity, not on a simulated workload.
