==> design/flow/design.v <==
`timescale 1ns / 1ps
module controller(
    input [5:0] opcode,
    input [5:0] func,
    output reg [2:0] rd1Choose,
    output reg [2:0] rd2Choose,
    output reg [2:0] wtChoose,
    output reg [2:0] wdataChoose,
    output reg [2:0] AChoose,
    output reg [2:0] BChoose,
    output reg [2:0] memAdrChoose,
    output reg [2:0] memWdataChoose,
    output reg [5:0] aluOp,
    output reg grfWE,
    output reg [2:0] memWrite,
    output reg [2:0] mode
    );
	 always @(*) begin
		if (opcode == 6'b000000) begin
			if (func == 6'b100000) begin
				rd1Choose = 3'b000;
				rd2Choose = 3'b000;
				wtChoose = 3'b000;
				wdataChoose = 3'b000;
				AChoose = 3'b000;
				BChoose = 3'b000;
				aluOp = 6'd0;	 
				grfWE = 1'd1;			 
				memWrite = 3'd0;
				mode = 3'b000;				
			end else if (func == 6'b100010) begin
				rd1Choose = 3'b000;
				rd2Choose = 3'b000;
				wtChoose = 3'b000;
				wdataChoose = 3'b000;
				AChoose = 3'b000;
				BChoose = 3'b000;
				aluOp = 6'd1;	 
				grfWE = 1'd1;			 
				memWrite = 3'd0;
				mode = 3'b000;			
			end else if (func == 6'b001000) begin
				rd1Choose = 3'b000;
				rd2Choose = 3'b000;
				wtChoose = 3'b000;
				wdataChoose = 3'b000;
				AChoose = 3'b000;
				BChoose = 3'b000;
				aluOp = 6'd0;	 
				grfWE = 1'd1;			 
				memWrite = 3'd0;
				mode = 3'b011;	   
			end else begin
				grfWE = 1'd0;
				memWrite = 3'd0;
				mode = 3'b000;		
			end
		end else begin
			if (opcode == 6'b001101) begin
				 rd1Choose = 3'b000;
				 wtChoose = 3'b001;	 
				 wdataChoose = 3'b000;
				 AChoose = 3'b000;
				 BChoose = 3'b001;	 
				 aluOp = 6'd2;	 
				 grfWE = 1'd1;			 
				 memWrite = 3'd0;
				 mode = 3'b000;			
			end else if (opcode == 6'b100011) begin
				 rd1Choose = 3'b000;
				 wtChoose = 3'b001;	 
				 wdataChoose = 3'b001; 
				 AChoose = 3'b000;
				 BChoose = 3'b010;	 
				 aluOp = 6'd0;	 
				 memAdrChoose = 3'b000;		 
				 grfWE = 1'd1;			 
				 memWrite = 3'd0;
				 mode = 3'b000;			
			end else if (opcode == 6'b101011) begin
				 rd1Choose = 3'b000;
				 rd2Choose = 3'b000;
				 AChoose = 3'b000;
				 BChoose = 3'b010;			 
				 aluOp = 6'd0;			 
				 memAdrChoose = 3'b000;		 
				 memWdataChoose = 3'b000;	 
				 grfWE = 1'd0;			
				 memWrite = 3'd1;		 
				 mode = 3'b000;			
			end else if (opcode == 6'b101000) begin
				 rd1Choose = 3'b000;
				 rd2Choose = 3'b000;
				 AChoose = 3'b000;
				 BChoose = 3'b010;			 
				 aluOp = 6'd0;			 
				 memAdrChoose = 3'b000;		 
				 memWdataChoose = 3'b000;	 
				 grfWE = 1'd0;			
				 memWrite = 3'd2;		 
				 mode = 3'b000;			
			end else if (opcode == 6'b000100) begin
				 rd1Choose = 3'b000;
				 rd2Choose = 3'b000;
				 AChoose = 3'b000;
				 BChoose = 3'b000;
				 aluOp = 6'd4;
				 grfWE = 1'd0;
				 memWrite = 3'd0;
				 mode = 3'b001;			
			end else if (opcode == 6'b001111) begin
				 rd1Choose = 3'b000;
				 wtChoose = 3'b001;		 
				 wdataChoose = 3'b000;
				 AChoose = 3'b000;
				 BChoose = 3'b001;		 
				 aluOp = 6'd3;		 
				 grfWE = 1'd1;				 
				 memWrite = 3'd0;
				 mode = 3'b000;			
			end else if (opcode == 6'b000011) begin
				 wtChoose = 3'b010;			 
				 wdataChoose = 3'b000;
				 AChoose = 3'b001;			 
				 BChoose = 3'b011;			 
				 aluOp = 6'd0;			 
				 grfWE = 1'd1;					 
				 memWrite = 3'd0;
				 mode = 3'b010;				 
			end else begin
				 grfWE = 1'd0;
				 memWrite = 3'd0;
				 mode = 3'b000;		
			end
		end
	 end
endmodule
==> design/flow/run.sh <==
#!/bin/bash
# OpenROAD 26Q1-2900-gdf79404cd8, Yosys 0.63+post, stock flow scripts
make -C /OpenROAD-flow-scripts/flow DESIGN_CONFIG=/design/flow/config.mk WORK_HOME=/design/flow/orfs finish
==> design/flow/config.mk <==
export PLATFORM = sky130hd
export DESIGN_NAME = controller
export DESIGN_NICKNAME = controller
export VERILOG_FILES = /design/flow/design.v
export SDC_FILE = /design/flow/constraint.sdc
export NUM_CORES = 4
export LEC_CHECK = 1
export CORE_AREA = 10 10 70 70
export DIE_AREA = 0 0 80 80
==> design/flow/constraint.sdc <==
current_design controller

set clk_period 3.1
set clk_io_pct 0.2

create_clock -name clk0 -period $clk_period

set non_clock_inputs [all_inputs -no_clocks]
set_input_delay [expr $clk_period * $clk_io_pct] -clock clk0 $non_clock_inputs
set_output_delay [expr $clk_period * $clk_io_pct] -clock clk0 [all_outputs]
==> impl_metrics.ini <==
; yosys + openroad results
[synth]
async_flop_share_pct = 0
syn_area_um2 = 634
ys_types = 29
yosys-top-cells-count = buf_4 (23), dlxtn_1 (9), nand2_1 (5), nor2_1 (5)
most_common_cell = buf_4
ys_cells = 84
yosysTopAreaCell = buf_4
synth.avg_cell_area_um2 = 7.55
synthCells = 84
ys_seq_elements = 9
ys_chip_area_um2 = 634
area_leaders = buf_4 (27%), dlxtn_1 (21%), nor4_2 (3.9%), buf_6 (3.6%), nand3_1 (3.2%)
synth-edff-count = 0
top_area_share_pct = 27.2
flop_cell = dlxtn_1
yosys_warnings = 1

[power]
sw_frac_of_total_pct = 41.1
p_per_area_nw_per_um2 = 79.9
internal-power_mw = 0.0448
seqPwrFrac_pct = 11.0
finalPower_mw = 0.0760
combPwrFrac_pct = 89.0
peakVddDrop_v = 0.0000155
p_clk_share_pct = 0
p_leak_nw = 0.436
switchingPower_mw = 0.0313

[setup_path]
worst_path_max_delay_cell = clkdlybuf4s50_1
critPathMaxStageDelay_ns = 0.53
crit_top_cell = clkdlybuf4s50_1
worstPathCellList = clkdlybuf4s50_1 -> nor3_2 -> nand3_2 -> a2111oi_4 -> clkdlybuf4s50_1
cp-end-kind = output port
worstPathRequired_ns = 2.48
cp_max_fo = 3
path_class = in -> out
cp-start-kind = input port
arrival_ns = 2.34

[layout]
instances_no_fill = 162
final_util_pct = 27.8
drive_above_1_share_pct = 18.3
area_growth_pct = 49.9

[placement]
dp_hpwl_mm = 1.65
place_ws_ns = -0.0838
gp_congestion = 0.790
dp_cells = 161
port_buffers = 26

[min_path]
hp-start = opcode[1]
min_path_type = in -> out
min_delay_worst_endpoint = memWrite[0]
holdPathStages = 4

[global_route]
grt_pass1_vias = 637
gr-total-overflow = 0
antenna_found_initial = 1
grt_pass1_wl_mm = 2.82
track_usage_pct = 5.22
grt_max_degree = 10

[drt]
drt-wirelength-per-cell_um = 11.4
via_per_inst = 3.80
vias = 616
dr.pass1.iters = 4
drt_iter0_markers = 38
post-route-drc-count = 0
drt-total-wl_mm = 1.85
ant_nets = 0

[sta]
setup_violations = 0
hold_viol_final = 0
unconstrained_endpoints = 18
setup_slack_ns = 0.143
fmax_mhz = 338
drv_slew = 0
unclocked_regs = 9
post-route-min-period_ns = 2.96
fin_crit_sh_pct = 95.4

[status]
status = complete, no violations

[floorplanning]
pin_count = 49
core_um2 = 3420
row_count = 21
die_height_um = 80
dieArea_um2 = 6400
die_x_um = 80
initCoreUtil_pct = 18.6

[job]
drv_cap = 0
warnings = 32

[clocking]
postCtsSetupBuffers = 0
cts_hold_buf = 0
through the flow:
| stage | cell area, um2 | hold WS (ns) | setup TNS [ns] |
|---|---|---|---|
| finish | 951 | 2.06 | 0 |
| global route | 951 | 2.14 | -0.0108 |
| CTS | 911 | 2.33 | 0 |
| detailed placement | 905 | 2.35 | -0.0838 |
| global placement | 905 | 2.36 | -0.113 |
| floorplan | 717 | 1.37 | 0 |
cell families (layout without fill, tap and decap cells):
family	Yosys count	count (layout)	synth area share (%)
simple gates	32	32	29.6
buf+inv	28	37	32.9
compound gates	14	14	15.6
latches	9	9	21.3
other cells	1	24	0.591
sequential cells by signal (all words and copies together), names as in the netlist:
name,count
BChoose,2
wtChoose,2
aluOp,3
AChoose,1
wdataChoose,1
layer usage:
metal / GRT usage [%] / vias to the layer above / share of wire (%)
li1: - / 310 / -
met1: 6.48 / 277 / 43
met2: 9.31 / 29 / 48
met3: 1.02 / 0 / 8.8
met4: 0.528 / 0 / 0
met5: 0 / - / 0
critical path, delay by kind of cell:
kind	cells	cell delay, ns
buffers and inverters	2	0.95
AND-OR/OR-AND	1	0.37
AND/OR/NAND/NOR	2	0.40
how the worst max path moves through the flow:
stage,start,endpoint,slack [ns],cells after the start
6_report,func[4],mode[0],0.14,5
5_1_grt,func[4],grfWE,-0.01,6
4_1_cts,func[4],mode[0],0.02,5
cell type report:
class	count	area, um2
well taps	46	57.6
flip-flops and latches	9	135
fillers	369	2460
repair buffers	36	348
inverters	1	3.75
multi-input cells	69	404
diodes	1	2.50
repair_timing:
action	CTS	global route
setup endpoints to repair	1	2
gates resized	2	9
pin swaps	0	1
layout by cell type, fill, tap and decap left out, types with 2 or more instances in the layout:
cell type,count
conb_1,23
clkdlybuf4s50_1,21
buf_4,10
dlxtn_1,9
nor2_1,5
nand2_1,5
dlymetal6s2s_1,5
o21ai_0,4
nand3_1,3
or2_4,2
nand2b_1,2
nor4_1,2
nor4_2,2
o21bai_1,2
a21oi_1,2
nor3_1,2
and3_1,2
power by group through the flow:
stage,Sequential (mW),Combinational (mW),Clock [mW]
after CTS,0.00839,0.0664,0
after global routing,0.00868,0.0759,0.0000000431
final,0.00835,0.0677,0.0000000431
Power and IR drop assume default switching activity.
